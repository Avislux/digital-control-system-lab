==> flow/design.v <==
`timescale 1ns / 1ps
module fuzzylogicspeedcontroller(
    input [7:0] R, 
    input [7:0] C,
	 input go,
    input clk,
    output reg [7:0] pw
    );
	 reg [5:0] state ;
	 initial state = 0;
reg [7:0] eNSreg, eZreg, ePSreg, eNLreg, ePLreg, deNreg, deZreg, dePreg; 
reg [7:0] DMeNS, DMeZ, DMePS, DMdeN, DMdeZ, DMdeP;
reg [7:0] DMeNL, DMePL;
reg [7:0] rule1,rule2,rule3,rule4,rule5,rule6,rule7,rule8,rule9,rule10,rule11,rule12,rule13,rule14,rule15;
reg [7:0] pwt, stop,slow,med,fast,blast;
reg [8:0] E, oldE, de,dPW,dPWS;  
reg [19:0] num, den;
wire [24:0] HSEC;
reg [24:0] TSC;
assign HSEC = 25000000;  
initial DMeNS = 0; initial E = 0; initial oldE = 0; initial de = 0; initial dPW=0; initial pw = 0; initial dPWS = 0;
initial DMeZ = 0; initial DMePS = 0; initial DMdeN = 0; initial DMdeZ = 0; initial DMdeP = 0;
always @ (*)
	begin
		if (E < 158) begin DMeNL <= 255; end
		else if (E >= 158 && E < 190) begin DMeNL <= -(E<<3) + 1519; end
		else begin DMeNL <= 0; end
		if (E < 158) begin DMeNS <= 0; end 
		else if (E >= 158 && E< 190) begin DMeNS <= (E<<3) - 1264;end   
		else if (E >= 190 && E< 213) begin DMeNS <= 255; end
		else if (E >= 213 && E< 245) begin DMeNS <= -(E<<3) + 1959 ; end
		else begin DMeNS <= 0;end
		if (E < 213) begin DMeZ <= 0; end
		else if (E >= 213 && E < 245) begin DMeZ <= (E<<3)-1680;end 
		else if (E >= 245 && E < 265) begin DMeZ <= 255;end
		else if (E >= 265 && E < 297) begin DMeZ <= -(E<<3)+2375;end 
		else begin DMeZ <= 0; end
		if (E < 265) begin DMePS <= 0; end
		else if (E >= 265 && E < 297) begin DMePS <= (E<<3) - 2120;end 
		else if (E >= 297 && E < 320) begin DMePS <= 255;end
		else if (E >= 320 && E < 352)  begin DMePS <= -(E<<3) + 2815; end
		else begin DMePS <= 0; end
		if (E < 320) begin DMePL <= 0; end
		else if (E >= 320 && E <352 ) begin DMePL <= (E<<3) - 2560; end
		else begin DMePL <= 255; end
		if (de < 218) begin DMdeN <= 255;end
		else if (de >= 218 && de<= 250) begin DMdeN <= -(de<<3)+1999;end 
		else begin DMdeN <= 0;end
		if (de < 218) begin DMdeZ <= 0; end
		else if (de >= 218 && de < 250) begin DMdeZ <= (de<<3)-1744;end 
		else if (de >= 250 && de <= 260) begin DMdeZ <= 255;end
		else if (de > 265 && de<= 292) begin DMdeZ <= -(de<<3)+2335;end
		else begin DMdeZ <= 0; end
		if (de > 260 && de < 292) begin DMdeP <= (de<<3) - 2080;end 
		else if (de <= 260) begin DMdeP <= 0;end
		else  begin DMdeP <= 255; end
	end
always@(posedge clk)
	begin
		case (state)
			0:begin 	deNreg <=DMdeN;
						eNLreg <=DMeNL;
						ePLreg <=DMePL;
						eZreg <=DMeZ;
						ePSreg <=DMePS;
						eNSreg <=DMeNS;
						deZreg <=DMdeZ;
						dePreg <=DMdeP;
						E<= 255 + R - C;
						de <= 255 + E - oldE;
						oldE <= E;
						dPWS <= dPW ;
						pw <=dPWS;
						if (go) state <= 1;
						else state <=0;
				end
			1: begin	if(ePSreg<dePreg) rule1 <= ePSreg;
						else rule1 <= dePreg;
						state <=2;
				end
			2: begin	if(ePSreg<deZreg) rule2 <= ePSreg;
						else rule2 <= deZreg;
						state <=3;
				end
			3: begin	if(ePSreg<deNreg) rule3 <= ePSreg;
						else rule3 <= deNreg;
						state <=4;
				end
			4: begin	if(eZreg<dePreg) rule4 <= eZreg;
						else rule4 <= dePreg;
						state <=5;
				end
			5: begin	if(eZreg<deZreg) rule5 <= eZreg;
						else rule5 <= deZreg;
						state <=6;
				end
			6: begin	if(eZreg<deNreg) rule6 <= eZreg;
						else rule6 <= deNreg;
						state <=7;
				end
			7: begin	if(eNSreg<dePreg) rule7 <= eNSreg;
						else rule7 <= dePreg;
						state <=8;
				end
			8: begin	if(eNSreg<deZreg) rule8 <= eNSreg;
						else rule8 <= deZreg;
						state <=9;
				end
			9: begin	if(eNSreg<deNreg) rule9 <= eNSreg;
						else rule9 <= deNreg;
						state <=10;
				end
			10: begin
						if(ePLreg<dePreg) rule10 <= ePLreg;
						else rule10 <= dePreg;
						state <=11;
				end
			11: begin			
						if(ePLreg<deZreg) rule11 <= ePLreg;
						else rule11 <= deZreg;
						state <=12;
				end
			12: begin
						if(ePLreg<deNreg) rule12 <= ePLreg;
						else rule12 <= deNreg;
						state <=13;
				end
			13: begin
						if(eNLreg<dePreg) rule13 <= eNLreg;
						else rule13 <= dePreg;
						state <=14;
				end
			14: begin
						if(eNLreg<deZreg) rule14 <= eNLreg;
						else rule14 <= deZreg;
						state <=15;
				end
			15: begin
						if(eNLreg<deNreg) rule15 <= eNLreg;
						else rule15 <= deNreg;
						state <=16;
				end
			16:begin	med <=rule5;
						if (rule1>=rule10 && rule1>=rule11 && rule1>=rule12) blast <=rule1;  
						else if (rule10>=rule1 && rule10>=rule11 && rule10>=rule12) blast <=rule10;
                        else if (rule11>=rule1 && rule11>=rule10 && rule11>=rule12) blast <=rule11;
                        else blast <= rule12;
						state <=17;
				end
			17:begin	if (rule2>=rule3 && rule2>=rule4 ) fast <=rule2;  
                        else if (rule3>=rule2 && rule3>=rule4 ) fast <=rule3;
						else fast <=rule4;
						state <=18;
				end				
			18:begin	if (rule6>=rule7 && rule6>=rule8 ) slow <=rule6;  
						else if (rule7>=rule6 && rule7>=rule8) slow <=rule7;
                        else slow <= rule8;
						state <=19;
				end		
			19:begin	if (rule9>=rule15 && rule9>=rule13 && rule9>=rule14) stop <=rule9;  
                        else if (rule13>=rule9 && rule13>=rule14 && rule13>=rule15) stop <=rule13;
                        else if (rule14>=rule9 && rule14>=rule13 && rule14>=rule15) stop <=rule14;
						else stop <=rule15;
						state <=20;
				end
			20:begin den <= stop + slow + med + fast + blast;
						num <= (stop<<7) - (stop<<3) 
						+ (slow<<7) + (slow<<4) + (slow<<3) + slow  
						+ (med<<8)-(med<<6)-(med<<2) 
						+(fast<<8) -(fast<<5)-(fast<<1)  
						+(blast<<8)-blast; 
						pwt<=0; TSC <=HSEC;
						state <=21;
				end
			21:begin if(num<den)
							begin
								state<=22;
							end
						else begin
									pwt <=pwt+1;
									num<=num-den;
									if (TSC > 0) TSC<=TSC-1;
									state<=21;
								end
				end
			22:begin if (TSC>0)
							begin TSC<=TSC-1; state <=22; end
						else begin
									dPW<=pwt;
									state<=0;
								end
				end
		endcase
	end
endmodule
==> flow/run.sh <==
#!/bin/bash
# OpenROAD 26Q1-2900-gdf79404cd8, Yosys 0.63+post, stock flow scripts
make -C /OpenROAD-flow-scripts/flow DESIGN_CONFIG=/design/flow/config.mk WORK_HOME=/design/flow/orfs finish
==> flow/config.mk <==
export PLATFORM = sky130hd
export DESIGN_NAME = fuzzylogicspeedcontroller
export DESIGN_NICKNAME = fuzzylogicspeedcontroller
export VERILOG_FILES = /design/flow/design.v
export SDC_FILE = /design/flow/constraint.sdc
export NUM_CORES = 4
export LEC_CHECK = 1
export CORE_UTILIZATION = 50
==> flow/constraint.sdc <==
current_design fuzzylogicspeedcontroller

set clk_period 8.7
set clk_io_pct 0.2

create_clock -name clk0 -period $clk_period [get_ports {clk}]

set non_clock_inputs [all_inputs -no_clocks]
set_input_delay [expr $clk_period * $clk_io_pct] -clock clk0 $non_clock_inputs
set_output_delay [expr $clk_period * $clk_io_pct] -clock clk0 [all_outputs]
==> notes.md <==
Numbers from the implementation run.

The run finished with clean final reports. The area used by multi-input combinational logic is 13630 µm². The number of gates given a new drive strength after cts is 0. By instance count, the cell type seen most on the critical path is ha_1. The detailed placer's ending HPWL is 41140 µm. The first-pass GRT wire length is 84350 µm. The final number of setup-violating endpoints is 0. The worst path arrival time is 7290 ps. The layout has 3839 filler cells.

The total wire length is 52210 µm. The longest clock path from root to sink contains 3 buffers. The die is 218.4 µm wide. The post-synthesis register bit count is 288. The pin count of the biggest net entering global routing is 61. The I/O pin count is 26.

The class of the most critical hold timing path is reg2reg. The start point of the worst min-delay path is dPW[4]. The die span in y is 218.4 µm. The diode insertion count for antenna repair is 0.

The number of search-and-repair iterations in the first detailed-routing pass is 5. In this run the critical register-to-register path is captured at num[19]. The length in cells of the worst reg-to-reg path is 26. The combined area of all synthesized cells is 23410 µm².

The worst setup path is launched from a flip-flop. The number of placement rows is 78. The clock latency reported for the late side of the worst-skew pair is 550 ps. The dominant delay contributor by cell family on the critical path is adder cells. In the post-synthesis netlist, the cell with the most instances is ha_1.

The critical path's largest stage delay is 540 ps. The commonest cells after synthesis are ha_1 (358), edfxtp_1 (288), inv_1 (272), a21oi_1 (147), o21ai_0 (136). The count of buffers inserted at the top-level ports is 25. The count of placed standard cells in the final layout, fillers left out is 2859. The number of violations reported at the end of detailed-routing iteration 0 is 826. The footprint of the flip-flops and latches is 8648 µm². Per the synthesis report, the number of distinct cell types is 73. The placement-stage worst setup slack is 1742 ps. The setup TNS is 0 ps.

Across all checked pins, the minimum headroom to the slew limit is 34.92%. The flop-to-flop setup slack is 1710 ps. Once placement completed, the tool counted placed cells totaling 2797.

Sequential cells were found to cover 36.93% of the synthesized design area. Before placement the cells fill 51.16% of the core. TritonCTS built the clock tree. The maximum vdd ir drop is 0.4422 mV.

The total congestion overflow is 0. The finished layout reports a core utilization of 55.86%. Of the cells placed in the final design, the portion with a size suffix greater than 1 is 8.765%. Setup repair after global routing left no endpoint under its margin.

The total DRC errors in the routed layout is 0. After clock tree synthesis, the setup repair step added 0 buffers. The run reported a max-capacitance violation count of 0. The final max-slew violation count recorded for this run is 0. The worst-case setup margin in the final layout is 1706 ps.

After clock tree synthesis, the clock-pin slew on the worst setup and hold paths is 60 ps. The minimum clock period after layout is 6994 ps. The script extracted a total leakage power of 10.58 nW. The post-synthesis to final-layout area growth is 9.186%. The total count of hold-check failures in the final report is 0. Yosys reports that the leading cell type by area covers 36.93% of the netlist area. The tree is rooted in a clkbuf_16. The routed layout has 15740 vias. The via count of the first global-routing pass was 15840.

After technology mapping, the gate count stands at 2194. The overall die area is 47700 µm². The count of yosys warnings during synthesis is 1. The number of logged tool warnings is 62. The worst hold path passes through 0 cells.

The critical path is of the reg2reg type. The clock sink count is 288. After synthesis, the chip area reported by Yosys is 23410 µm². The OpenROAD report gives the critical path a required time of 9000 ps.

The mean post-synth cell area is 10.67 µm². The power per cell area is 329.4 nW/µm². The flow reports an fmax of 143.0 MHz. The quantity of hold-fixing buffers added after cts is 0. The clock arrives with 19.54 ps of skew. Per the detail_route report, routed wire per instance is 18.26 µm.

Per the OpenROAD floorplan log, the area of the core is 45770 µm². The highest-delay cell along the critical path is fa_1. STA lists the startpoint of the worst register-to-register path as stop[2]. Yosys mapped a number of flops with a built-in enable equal to 288. The via density per instance is 5.504. Per the post-run analysis, buffers plus inverters along the critical path come to 2. Hold is met by 416.8 ps. The worst hold path terminates at dPWS[4]. The worst setup path is captured at a flip-flop. After its last routability iteration, the placer logged a weighted congestion of 0.9354. Among all flip-flop cells after synthesis, the most frequent one is edfxtp_1. The measured slew at the worst slew-check pin is 970.3 ps.

The count of H-tree levels built during CTS is 2. In the Yosys report the total cell count is 2194. The total global routing track utilization is 24.33%. The largest driver fanout on the critical path is 8. The number of buffers added by the clock tree synthesis step is 36.

For this run, asynchronously set or reset flops after synthesis account for 0%. The top cell type by total area after synthesis is edfxtp_1. After synthesis, the cell types taking the most area are edfxtp_1 (37%), ha_1 (19%), fa_1 (7.6%). The number of antenna violations at the first check in global routing was 0.

The number of routed nets with antenna violations is 0. The portion of the clock cycle consumed by the worst path in the final layout is 80.39%.
## logic make-up (layout without fill, tap and decap cells)
kind of cell	Yosys count	after routing	synth area share [%]
AND-OR/OR-AND	461	461	12.03
XOR/XNOR	120	120	4.489
adder cells (fa/ha/maj)	447	447	26.74
buffers and inverters	307	372	4.937
flip-flops	288	288	36.93
multiplexers	116	116	5.424
AND/OR/NAND/NOR	455	455	9.442
## per-layer routing
layer,up-vias,global-route usage [%],wire (µm)
met4,0,5.221,1390
li1,7911,-,-
met2,319,40.40,25820
met5,-,0,0
met1,7427,34.43,22240
met3,80,5.174,2765
## layout by cell type (no fill, tap or decap), types with 6 or more instances in the layout
| cell type | n |
|---|---|
| buf_4 | 13 |
| a31oi_1 | 6 |
| xor2_1 | 41 |
| fa_1 | 89 |
| nor2_1 | 120 |
| o21ai_0 | 136 |
| xnor2_1 | 79 |
| nand2_1 | 122 |
| mux2_2 | 87 |
| and3_1 | 7 |
| o211ai_1 | 6 |
| or2_2 | 23 |
| edfxtp_1 | 288 |
| nor3_1 | 46 |
| clkinv_2 | 9 |
| nor2b_1 | 33 |
| mux2i_1 | 29 |
| clkbuf_16 | 37 |
| nand2b_1 | 16 |
| ha_1 | 358 |
| o22ai_1 | 8 |
| a21oi_1 | 146 |
| clkdlybuf4s50_1 | 25 |
| o2111ai_1 | 6 |
| nand4_1 | 11 |
| o31ai_1 | 6 |
| inv_1 | 271 |
| a211oi_1 | 19 |
| a21o_1 | 24 |
| nor4_1 | 16 |
| nand3_1 | 21 |
| o21a_1 | 57 |
| or3_1 | 11 |
## registers in the layout (all words and copies together), names as in the netlist, 8 cells and up
name	flops
oldE	9
num	20
dPW	8
pwt	8
pw	8
dPWS	8
de	9
TSC	25
den	11
E	9
## power breakdown
part	total, mW	internal [mW]	leakage [nW]	switching, mW
sequential	2.37	2.07	2.59	0.296
combinational	4.59	2.07	7.42	2.52
clock	1.46	0.873	0.568	0.584
total	8.42	5.02	10.6	3.40
## worst max path at each step
stage     startpoint      end  slack [ps]  cells after the start
4_1_cts      stop[2]  num[19]        1720                     26
5_1_grt      slow[2]  num[19]        1310                     23
6_report     stop[2]  num[19]        1710                     26
## cell type report
type                       instances  share of cell area (%)
inverter                         272                   3.998
clock buffer                      41                   3.680
multi-input combinational       1599                   53.30
sequential                       288                   33.83
clock inverter                    21                  0.9005
timing repair buffer              38                   1.361
tap                              600                   2.936
## stage by stage
stage,instance area (µm²),power (mW)
after floorplan,23420,5.936
after global placement,24390,6.954
after detailed placement,24390,6.997
after CTS,25570,8.506
after global routing,25570,9.216
final,25570,8.420
Power and IR drop assume default switching activity.
